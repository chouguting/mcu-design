==> design/flow/config.mk <==
export PLATFORM = sky130hd
export DESIGN_NAME = timer_clock
export DESIGN_NICKNAME = timer_clock
export VERILOG_FILES = /design/flow/design.v
export SDC_FILE = /design/flow/constraint.sdc
export NUM_CORES = 4
export LEC_CHECK = 1
export CORE_AREA = 10 10 70 70
export DIE_AREA = 0 0 80 80
==> design/flow/constraint.sdc <==
current_design timer_clock

set clk_period 1.2
set clk_io_pct 0.2

create_clock -name clk0 -period $clk_period [get_ports {clk}]

set non_clock_inputs [all_inputs -no_clocks]
set_input_delay [expr $clk_period * $clk_io_pct] -clock clk0 $non_clock_inputs
set_output_delay [expr $clk_period * $clk_io_pct] -clock clk0 [all_outputs]
==> design/flow/design.v <==
module timer_clock (
    input reset,clk,
    output reg [7:0] hour,minute
);
    reg[2:0] Carry_bit;
    reg twoOrNot;  
    reg[3:0] hour_LSB_upper;  
    always @(negedge clk or posedge reset)
    begin
        if(reset==1'b1)
        begin
            hour<=8'b0;
            minute<=8'b0;
            hour_LSB_upper<=4'h9;
        end
        else
        begin
            if(minute[3:0]==4'h9)
            begin
                minute[3:0]<=4'b0;
                Carry_bit[0]<=1;  
            end
            else
            begin
                minute[3:0]<=minute[3:0]+1;
                Carry_bit[0]<=0;
            end
        end        
    end
    always @(posedge Carry_bit[0])
    begin  
        if(minute[7:4]==4'h5)
        begin
            minute[7:4]<=4'b0;
            Carry_bit[1]<=1;   
        end
        else
        begin
            minute[7:4]<=minute[7:4]+1;
            Carry_bit[1]<=0;
        end              
    end
    always @(twoOrNot) begin
        if(twoOrNot==1'b1)
            hour_LSB_upper=4'h3;
        else
            hour_LSB_upper=4'h9;
    end
    always @(posedge Carry_bit[1])
    begin  
        if(hour[3:0]==hour_LSB_upper)
        begin
            hour[3:0]<=4'b0;
            Carry_bit[2]<=1;   
        end
        else
        begin
            hour[3:0]<=hour[3:0]+1;
            Carry_bit[2]<=0;
        end              
    end
    always @(posedge Carry_bit[2])
    begin  
        if(hour[7:4]==4'h2)
            hour[7:4]<=4'b0;
        else
            hour[7:4]<=hour[7:4]+1;      
        if(hour[7:4]==4'h1)
            twoOrNot<=1;
        else   
            twoOrNot<=0;     
    end
endmodule
==> design/flow/run.sh <==
#!/bin/bash
# OpenROAD 26Q1-2900-gdf79404cd8, Yosys 0.63+post, stock flow scripts
make -C /OpenROAD-flow-scripts/flow DESIGN_CONFIG=/design/flow/config.mk WORK_HOME=/design/flow/orfs finish
==> metrics.cfg <==
[timing]
whs_ps = 542
setup_slack_ps = -371
rsz0062_at_grt = yes
finalSetupViolations = 4
skew_ps = 1.35
slew_viol_final = 0
hold_viol_final = 0

[setup_path]
crit_path_top_delay_cell = dfrtn_1
worst-setup-path-type = flip-flop to primary output
crit_path_end_kind = primary output
critPathMaxStageDelay_ps = 390
crit_fanout = 2
arrival_ps = 1330
cpLargestDelayFamily = flip-flops
worst-path-buf-inv = 1
worstPathRequired_ps = 960
startpoint_type = flip-flop
crit_chain = buf_2

[yosys]
yosysUniqueCellTypes = 12
synth_cells = 28
syn-cell-area_um2 = 263
netlist.area_leader.share = 0.381
ys_top_cells_by_area = dfrtn_1, buf_4, mux2_4
yosysWarnings = 29
synth_flops = 4
ys_cells = 28
ys_seq_share = 0.381
synth_area_per_cell_um2 = 9.38
yosysChipArea_um2 = 263
largest_area_cell = dfrtn_1

[power_and_ir_drop]
comb_power_share = 0.025
vdd_drop_max_mv = 0.126
power.share.clock = 0.531
p_sw_frac = 0.182
p_per_area_nw_per_um2 = 826
p_leak_nw = 0.188
power.internal_mw = 0.251
seqPwrFrac = 0.444
p_sw_mw = 0.0559

[die]
chip_area_um2 = 6400
die_y_um = 80
design.core.area_um2 = 3420
rows = 21
boundaryPins = 18
initial_core_util = 0.0769
die_w_um = 80

[place]
placed_area_um2 = 352
pre_cts_ws_ps = -507
portBuffers = 5
gp_congestion = 0.673
dp_hpwl_um = 460

[final_layout]
top_register = minute
syn2layout_area_growth_pct = 41.4
lay_top_cells = conb_1, buf_4, dfrtn_1, buf_2, clkbuf_4
final_area_um2 = 372
layout-drive-gt1-share = 0.400
top_regs = minute (4)
layout_top_cell = conb_1
largest_register_ffs = 4

[clocking]
numCtsBuffers = 3
clock_latency_ps = 240
root_buffer = clkbuf_4
cts_tree = done
cts_buffer_depth = 2
h-tree-depth = 1
clkTransAtPathRegs_ps = 30
clock-sinks = 4

[grt]
antenna_found_initial = 0
grt_overflow = 0
grt_use_met2 = 0.0209
grt_usage = 0.0153
grt_pass1_wl_um = 807
globalRouteMet3Util = 0.00795
globalRouteMet1Util = 0.0167
grt_pass1_vias = 203
grt_max_degree = 6
grt_busiest_layer = met2

[detailed_routing]
viasPerCell = 1.99
drc = 0
antennaDiodeCount = 0
ant_nets = 0
routed_wl_um = 552
drt_iter0_drc = 11
vias = 171
routedWlPerCell_um = 6.42
firstDrtPassIters = 2

[outcome]
run_status = complete, but fails checks
violations = setup timing

[hold_path]
hp-class = flip-flop to flip-flop

[job]
cap_violations = 0
warning_count = 28

metal layers:
metal,wire length [um],vias to the layer above
met1,227,70
li1,-,87
met4,29,0
met5,0,-
met2,239,12
met3,56,2
through the flow:
step	utilization	power (mW)	instances	setup TNS, ps
after floorplan	-	0.168	39	-204
after global placement	0.103	0.148	82	-1980
after detailed placement	0.103	0.147	82	-2000
after CTS	0.113	0.318	89	-1520
after global routing	0.109	0.323	86	-1630
final	0.109	0.307	86	-1470
timing repair:
item / in CTS / in global routing
hold endpoints to repair: 0 / 0
resized: 13 / 3
pin swaps: 1 / 1
gates cloned: 0 / 0
setup endpoints to repair: 4 / 6
hold buffers: 0 / 0
setup buffers: 4 / 0
worst paths after layout:
kind | cells past startpoint | slack (ps) | start | end
min in group asynchronous | 2 | 670 | reset | minute[0]$_DFF_NP0_
worst min register to register | 2 | 540 | minute[2]$_DFF_NP0_ | minute[2]$_DFF_NP0_
max in group asynchronous | 2 | 350 | reset | minute[3]$_DFF_NP0_
worst min-delay path | 2 | 540 | minute[2]$_DFF_NP0_ | minute[2]$_DFF_NP0_
worst max register to register | 4 | 50 | minute[0]$_DFF_NP0_ | minute[3]$_DFF_NP0_
worst max-delay path | 1 | -370 | minute[1]$_DFF_NP0_ | minute[1]
power groups by stage:
| stage | registers [mW] | logic [mW] | clock network, mW |
|---|---|---|---|
| 6_report | 0.136 | 0.00773 | 0.163 |
| 5_1_grt | 0.136 | 0.0111 | 0.176 |
| 4_1_cts | 0.136 | 0.00962 | 0.172 |
area by class of cell:
type                    instances  area [um^2]
inverters                       3         11.3
clock buffers                   3         22.5
multi-input cells              20          113
repair buffers                 10         67.6
fillers                       408         3040
flip-flops and latches          4          100
well taps                      46         57.6
cell usage after synthesis (all sizes together):
master / count
xnor2: 1
a221o: 1
mux2: 1
o21ai: 1
nor3: 1
nor2b: 1
conb: 1
dfrtn: 4
nand2: 1
inv: 3
buf: 12
nor2: 1
kinds of logic after synthesis:
family	count (synthesis)	synth area share
buf+inv	15	0.386
flops	4	0.381
simple gates	4	0.0714
compound gates	2	0.0571
xor+xnor	1	0.0333
mux	1	0.0571
other cells	1	0.0143
No activity file was given, so power comes from the tool's default toggle rates.
