--- design/flow/config.mk ---
export PLATFORM = sky130hd
export DESIGN_NAME = controlled_counter
export DESIGN_NICKNAME = controlled_counter
export VERILOG_FILES = /design/flow/design.v
export SDC_FILE = /design/flow/constraint.sdc
export NUM_CORES = 4
export LEC_CHECK = 1
export CORE_AREA = 10 10 79 79
export DIE_AREA = 0 0 89 89
--- design/flow/constraint.sdc ---
current_design controlled_counter

set clk_period 1.6
set clk_io_pct 0.2

create_clock -name clk0 -period $clk_period [get_ports {clk}]

set non_clock_inputs [all_inputs -no_clocks]
set_input_delay [expr $clk_period * $clk_io_pct] -clock clk0 $non_clock_inputs
set_output_delay [expr $clk_period * $clk_io_pct] -clock clk0 [all_outputs]
--- design/flow/design.v ---
module controlled_counter (
    input clk,reset,load_w,
    output reg[4:0] w_output       
);
reg[3:0] current_state,next_state;
reg cp1,cp2;     
reg[3:0] count1,count2;  
always @(negedge clk or negedge reset) begin
    if(reset==1'b0)
    begin
        count1 <= 4'h0;
        count2 <= 4'h0;
        current_state <= 4'b0; 
    end
    else 
    begin
        if(cp1) count1 <= count1+1;
        if(cp2) count2 <= count2+1;
        current_state <= next_state;
    end
end
always @(load_w or count1 or count2) begin
    w_output = load_w? count1+count2 : w_output;
end
always @(*) begin
    case (current_state)
        4'h0:  
        begin
            next_state=4'h1;
            cp1=1;
            cp2=1;
        end
        4'h1:  
        begin
            next_state=4'h2;
            cp1=1;
            cp2=1;
        end
        4'h2:  
        begin
            next_state=4'h3;
            cp1=1;
            cp2=1;
        end
        4'h3:  
        begin
            next_state=4'h4;
            cp1=1;
            cp2=1;
        end
        4'h4:  
        begin
            next_state=4'h5;
            cp1=1;
            cp2=0;   
        end
        4'h5:  
        begin
            next_state=4'h6;
            cp1=1;
            cp2=0;
        end
        4'h6:  
        begin
            next_state=4'h7;
            cp1=1;
            cp2=0;
        end
        4'h7:  
        begin
            next_state=4'h8;
            cp1=1;
            cp2=0;
        end
        4'h8:  
        begin
            next_state=4'h9;
            cp1=1;
            cp2=0;
        end
        4'h9:  
        begin
            next_state=4'h9;
            cp1=0;   
            cp2=0;
        end
        default: 
        begin
            next_state=4'h0;   
            cp1=0;
            cp2=0;
        end
    endcase
end
endmodule
--- design/flow/run.sh ---
#!/bin/bash
# OpenROAD 26Q1-2900-gdf79404cd8, Yosys 0.63+post, stock flow scripts
make -C /OpenROAD-flow-scripts/flow DESIGN_CONFIG=/design/flow/config.mk WORK_HOME=/design/flow/orfs finish
==> ci_impl_report.md <==
## Synthesis and layout report

| Metric | Value |
|---|---|
| Status | `complete, no violations` |
| DRC Markers | `0` |
| Reg-to-Reg End | `count1[1]$_DFFE_NN0P_` |
| # setup viols final | `0` |
| Area after DPL | `885.9 µm²` |
| Area growth from synthesis to layout | `28.33%` |
| Final Util | `20.19%` |
| RSZ-0062 raised after global routing | `false` |
| Min-delay worst type | `flop to flop` |
| Vias/cell | `3.484` |
| CP cell instances | `inv_1 -> ha_1 -> nand2b_1 -> nand2_1 -> mux2_4` |
| Dpl cells | `122` |
| Vias | `439` |
| Final wirelength | `1175 µm` |
| Max frequency | `722.4 MHz` |
| Leak pwr | `0.4444 nW` |
| # diodes | `0` |
| Least-Margin Pin Slew | `0.2441 ns` |
| PostCTS Resize Cnt | `0` |
| Post-DP HPWL | `934.7 µm` |
| Worst Hold Depth | `1` |
| Initial antenna violation count | `0` |
| Final clock skew | `0.001966 ns` |
| Data required time of the worst path | `2.50 ns` |
| Rows | `25` |
| Grt ovf | `0` |
| Final instance area | `940.9 µm²` |
| Max clock buf depth | `2` |
| Largest net degree at the start of global routing | `13` |
| Yosys cell count | `61` |
| CTS Buf Count | `3` |
| I/O Buffers | `7` |
| GRT Total Usage | `3.200%` |
| DIE WIDTH | `89 µm` |
| Yosys chip area | `733.2 µm²` |
| Reg-to-reg slack, setup | `0.22 ns` |
| Clock Tree Root | `clkbuf_8` |
| FFs w/ async S/R, synth | `70.59%` |
| CP Max Fanout | `4` |
| 1st-iter DRT viols | `13` |
| Slew HR | `83.73%` |
| Endpoints left unconstrained | `10` |
| Max incr delay on CP | `0.46 ns` |
| Syn Area/Cell | `12.02 µm²` |
| Post-CTS Hold Buffers | `0` |
| Total tool warning count | `27` |
| Top cells by area | `dfrtn_1 (41%), ha_1 (15%), dlxtp_1 (10%), xor2_1 (6.0%), xnor2_1 (3.6%)` |
| Synth top area share | `40.96%` |
| Core area | `4661 µm²` |
| Crit path launch type | `flop` |
| Non-Filler Instances | `126` |
| Final Cycle Share | `86.52%` |
| # IOs | `8` |
| Hold Crit Endpoint | `count2[3]$_DFFE_NN0P_` |
| Reg2reg start | `current_state[0]$_DFF_NN0_` |
| Max Cap Viol | `0` |
| Peak supply drop | `0.2568 mV` |
| Critical Path AT | `2.29 ns` |
| Cell Type Count | `22` |
| TritonCTS clock tree | `yes` |
| Yosys top cell by area | `dfrtn_1` |
| Number of cells on the worst reg-to-reg path | `5` |
| Fillers | `490` |
| Antenna Nets Post-Route | `0` |
| DR WL/cell | `9.325 µm` |
| Clock transition at the registers of the reported paths | `0.04 ns` |
| GP Congestion | `0.7703` |
| Setup TNS Final | `0 ns` |
| Final hold slack | `0.4260 ns` |
| Register pins left without a clock | `5` |
| Flip-flops with a built-in enable | `0` |
| Chip area | `7921 µm²` |
| Hold Vio Cnt, Final | `0` |
| Init Core Util | `15.73%` |
| Drt first pass iters | `3` |
| Hold Crit Start | `count2[3]$_DFFE_NN0P_` |
| Post-Syn Area | `733.2 µm²` |
| Share of layout cells above drive strength 1 | `11.11%` |
| Top FF cell, synth | `dfrtn_1` |
| Yosys warns | `1` |
| Slowest cell on crit path | `dfrtn_1` |
| Vias in the first global route | `451` |
| Depth of the CTS H-tree | `1` |
| Final Max Tran Viols | `0` |
| Setup bufs post-CTS | `0` |
| Die H | `89 µm` |
| Crit path kind | `flop to flop` |
| Registers, synthesis | `17` |
| Global-route wire length before repair | `2021 µm` |
| Cells after synthesis | `61` |
| Clock Latency Late Sink | `0.26 ns` |
| Pwr Density | `689.7 nW/µm²` |
| Minimum clock period after layout | `1.384 ns` |
| Critical Path End Type | `flop` |
## Yosys cell counts, types with 2 or more instances
| master | n |
|---|---|
| a21o_1 | 3 |
| a21oi_1 | 2 |
| dfrtn_1 | 12 |
| dlxtp_1 | 5 |
| ha_1 | 9 |
| inv_1 | 3 |
| nand2_1 | 4 |
| nor2_1 | 2 |
| o21ai_0 | 2 |
| xnor2_1 | 3 |
| xor2_1 | 5 |
## report_power, final
group | internal, W | switching, W | total, W | leakage [nW]
Sequential | 0.000310 | 0 | 0.000310 | 0.181
Combinational | 0.00000920 | 0.00000813 | 0.0000173 | 0.234
Clock | 0.000217 | 0.000105 | 0.000322 | 0.0288
## per-layer routing
metal | wire length (µm) | vias up | track usage [%]
li1 | - | 222 | -
met1 | 528 | 209 | 3.923
met2 | 555 | 8 | 4.920
met3 | 91 | 0 | 1.745
met4 | 0 | 0 | 0.5780
met5 | 0 | - | 0
## state kept, by name, indices dropped and copies added, names as in the netlist
register and cells:
count1 4, w_output 5, current_state 4, count2 4
## metrics by stage
stage                     worst slack, ns  total power (W)
after floorplan                    0.3122        0.0003147
after global placement             0.1080        0.0003317
after detailed placement           0.1030        0.0003325
after CTS                          0.1970        0.0006584
after global routing               0.1453        0.0006806
final                              0.2157        0.0006489
## area by class of cell
type	count	area, µm²	share of cell area [%]
inverters	3	11.26	1.197
flip-flops and latches	17	375.4	39.89
clock buffers	4	55.05	5.851
multi-input cells	40	341.6	36.30
repair buffers	8	90.09	9.574
well taps	54	67.56	7.181
## worst max-delay path: cells and delay by family, from the launching register on
kind                     cells  cell delay, ns
flip-flops                   1            0.46
buffers and inverters        1            0.06
adder cells (fa/ha/maj)      1            0.19
AND/OR/NAND/NOR              2            0.21
multiplexers                 1            0.31
## layout by cell type (no fill, tap or decap), drive strengths merged, types with 3 or more instances in the layout
master / count
a21o: 3
xor2: 5
ha: 9
nand2: 4
dfrtn: 12
inv: 3
xnor2: 3
dlxtp: 5
nor2: 3
clkdlybuf4s50: 7
clkbuf: 4
## worst max path at each step
stage	from	to	cells past startpoint	slack, ns
after CTS	current_state[0]$_DFF_NN0_	count1[1]$_DFFE_NN0P_	5	0.20
final	current_state[0]$_DFF_NN0_	count1[1]$_DFFE_NN0P_	5	0.22
after global routing	current_state[0]$_DFF_NN0_	count1[1]$_DFFE_NN0P_	5	0.15
## cells by family (layout without fill, tap and decap cells)
logic type               count (synthesis)  after routing  share of synthesized area (%)
flip-flops                              12             12                          40.96
AND/OR/NAND/NOR                         11             11                          7.169
adder cells (fa/ha/maj)                 10             10                          18.09
AND-OR/OR-AND                            8              8                          6.826
XOR/XNOR                                 8              8                          9.557
latches                                  5              5                          10.24
buffers and inverters                    4             15                          2.218
multiplexers                             3              3                          4.948
Power and IR drop assume default switching activity.
