==> config.mk <==
export PLATFORM = sky130hd
export DESIGN_NAME = acc_counter_adder
export DESIGN_NICKNAME = acc_counter_adder
export VERILOG_FILES = /design/flow/design.v
export SDC_FILE = /design/flow/constraint.sdc
export NUM_CORES = 4
export LEC_CHECK = 1
export CORE_AREA = 10 10 113 113
export DIE_AREA = 0 0 123 123
==> constraint.sdc <==
current_design acc_counter_adder

set clk_period 4.4
set clk_io_pct 0.2

create_clock -name clk0 -period $clk_period [get_ports {clk}]

set non_clock_inputs [all_inputs -no_clocks]
set_input_delay [expr $clk_period * $clk_io_pct] -clock clk0 $non_clock_inputs
set_output_delay [expr $clk_period * $clk_io_pct] -clock clk0 [all_outputs]
==> design.v <==
module acc_counter_adder (
    input clk,reset,
    output reg[7:0] port_A,port_B
);
reg[4:0] current_state,next_state;   
reg cnt,load_w,load_A,load_B;        
reg[7:0] count_value;  
reg[7:0] W;  
wire[7:0] sum;  
assign sum = count_value+W;
always @(negedge clk or posedge reset) begin
    if(reset)
    begin
        port_A <= 8'b0;
        port_B <= 8'b0;
        W <= 8'b0;
        current_state <= 5'b0;
        count_value <= 8'b0;
    end
    else
    begin
        current_state <= next_state;   
        if(cnt) count_value <= count_value+1;   
        if(load_w) W<=sum;   
        if(load_A) port_A<=W;   
        if(load_B) port_B<=W;   
    end
end
always @(*) begin
    next_state=5'd0;
    load_A=0;
    load_B=0;
    load_w=0;
    cnt=0;
    case(current_state)
        5'd0:
        begin
            cnt=1;
            load_w=1;
            next_state=5'd1;
        end
        5'd1:
        begin
            cnt=1;
            load_w=1;
            next_state=5'd2;
        end
        5'd2:
        begin
            cnt=1;
            load_w=1;
            next_state=5'd3;
        end
        5'd3:
        begin
            cnt=1;
            load_w=1;
            next_state=5'd4;
        end
        5'd4:
        begin
            cnt=1;
            load_w=1;
            next_state=5'd5;
        end
        5'd5:
        begin
            cnt=1;
            load_w=1;
            next_state=5'd6;
        end
        5'd6:
        begin
            cnt=1;
            load_w=1;
            next_state=5'd7;
        end
        5'd7:
        begin
            cnt=1;
            load_w=1;
            next_state=5'd8;
        end
        5'd8:
        begin
            cnt=1;
            load_w=1;
            next_state=5'd9;
        end
        5'd9:
        begin
            cnt=1;
            load_w=1;
            next_state=5'd10;
        end
        5'd10:
        begin
            cnt=1;   
            load_w=1; 
            next_state=5'd11;
        end
        5'd11:
        begin
            cnt=1;
            load_w=1;   
            load_A=1;  
            next_state=5'd12;
        end
        5'd12:
        begin
            cnt=1;
            load_w=1;  
            next_state=5'd13;
        end
        5'd13:
        begin
            cnt=1;
            load_w=1;  
            next_state=5'd14;
        end
        5'd14:
        begin
            cnt=1;
            load_w=1;  
            next_state=5'd15;
        end
        5'd15:
        begin
            cnt=1;
            load_w=1;  
            next_state=5'd16;
        end
        5'd16:
        begin
            cnt=1;
            load_w=1;  
            next_state=5'd17;
        end
        5'd17:
        begin
            cnt=1;
            load_w=1;  
            next_state=5'd18;
        end
        5'd18:
        begin
            cnt=1;
            load_w=1;  
            next_state=5'd19;
        end
        5'd19:
        begin
            cnt=1;
            load_w=1;  
            next_state=5'd20;
        end
        5'd20:
        begin
            cnt=1;      
            load_w=1;   
            next_state=5'd21;
        end
        5'd21:
        begin     
            load_B=1;   
            next_state=5'd22;
        end
        5'd22:
        begin      
            next_state=5'd22;  
        end
    endcase
end
endmodule
==> run.sh <==
#!/bin/bash
# OpenROAD 26Q1-2900-gdf79404cd8, Yosys 0.63+post, stock flow scripts
make -C /OpenROAD-flow-scripts/flow DESIGN_CONFIG=/design/flow/config.mk WORK_HOME=/design/flow/orfs finish
==> impl_metrics.toml <==
# flow metrics
[critical_path]
arrival_ps = 3410
reg2reg_depth = 8
slowest_delay_ps = 490
crit_family = "buffers and inverters"
critPathMaxFanout = 2
cp_num_buf_inv = 1
r2r_start = "count_value[0]"
cp.depth = 1
worstPathCellList = "clkdlybuf4s50_1"
ff2ff_setup_slack_ps = 2250
worstPathRequired_ps = 3520
critPathSlowestCell = "clkdlybuf4s50_1"
timing.rr.end = "W[6]"
end_kind = "output pin"
worstSetupPathType = "reg -> out"
crit_path_end = "port_A[7]"
crit_start = "port_A[7]"
worst_setup_path_start_kind = "flip-flop"

[clock_network]
htree_num_levels = 2
cts_setup_buffers = 0
cts_root_buf = "clkbuf_8"
holdBufCountCts = 0
cts_resized = 0
worstSkewPairLatency_ps = 290
cts-buffers-inserted = 5
cts.sinks = 37
clk_pin_slew_ps = 50
ctsLongestPathBuffers = 2
cts_tree = "yes"

[sta]
max_slew_margin_pct = 57.22
worst_pin_slew_ps = 638.3
grt_setup_unrepaired = "no"
setup_viol = 0
setup_ws_ps = 113.7
drv_slew = 0
hold_violations = 0
tns_ps = 0
fin_worst_skew_ps = 3.714

[run_status]
status = "complete, no violations"

[die]
io-pin-count = 18
die_x_um = 123
initial_core_util_pct = 17.91
core_area_mm2 = 0.01032
rows = 37
die_y_um = 123
dieArea_mm2 = 0.01513

[layout]
fillers = 1102
drive_above_1_share_pct = 13.66
finalNonFillerCells = 319
area_delta_synth_final_pct = 22.60

[detailed_routing]
dr_total_vias = 1238
wl_mm = 3.523
drc = 0
drtAntennaViolNets = 0
wl_per_cell_um = 11.04
antennaDiodeCount = 0
dr.pass1.iters = 4
drt_iter0_drc = 40
viasPerCell = 3.881

[min_path]
hp-class = "reg -> reg"

[logic_synthesis]
ff_type = "dfrtn_1"
ys_chip_area_mm2 = 0.001849
syn_avg_cell_area_um2 = 11.42
yosys_warnings = 1
yosys.cell_types.count = 39
ys_cells = 162
syn_inst = 162
synth.most_common_cell = "dfrtn_1"
ys_ff = 37
top_cell_area_share_pct = 50.07
synth_area_mm2 = 0.001849
async_flop_share_pct = 100.0
area_leaders = "dfrtn_1, mux2_2, ha_1"
yosys.stat.seqShare_pct = 50.07
synthTopCellsByCount = "dfrtn_1, mux2_2, nand2_1, ha_1, o21ai_0"
yosys.area.top_type = "dfrtn_1"
edf_count = 0

[global_routing]
grt_pass1_wl_mm = 6.058
antenna_found_initial = 0
overflow = 0
grt_start_max_net_pins = 38
grtUsageTotal_pct = 4.820
first_global_vias = 1222

[pwr]
p_leak_nw = 0.9454
power_density_mw_per_mm2 = 260.3
peakVddDrop_uv = 199.9

[run]
warnings = 28
maxCapViolCount = 0

[placed_design]
port_buffers = 17
pre_cts_slack_ps = 422.0
place_congestion = 0.7825
dpl.cell_count = 312
place_hpwl_mm = 2.498
[cell families after synthesis]
group | after synthesis | share of synthesized area (%)
AND-OR/OR-AND | 31 | 10.49
flip-flops | 37 | 50.07
buffers and inverters | 14 | 3.586
adder cells (fa/ha/maj) | 13 | 9.201
AND/OR/NAND/NOR | 43 | 13.26
XOR/XNOR | 9 | 4.263
multiplexers | 15 | 9.134
[registers in the layout, indices dropped and copies added, names as in the netlist]
signal	cells
port_B	8
port_A	8
W	8
count_value	8
current_state	5
[per-stage QoR]
stage | util (%) | hold WS [ps] | power, mW | area (um^2)
after floorplan | - | 386.2 | 0.3530 | 1849
after global placement | 21.12 | 437.8 | 0.3584 | 2181
after detailed placement | 21.12 | 444.6 | 0.3583 | 2181
after CTS | 21.96 | 446.3 | 0.6012 | 2267
after global routing | 21.96 | 463.3 | 0.6156 | 2267
final | 21.96 | 434.1 | 0.5901 | 2267
[worst min path at each step]
stage / start / endpoint / slack (ps) / depth (start not counted)
5_1_grt: port_A[6] / port_A[6] / 460 / 1
4_1_cts: count_value[6] / count_value[6] / 450 / 1
6_report: port_B[1] / port_B[1] / 430 / 2
[final cells by class]
type | count | area [um^2] | area share [%]
multi-input combinational | 111 | 857.1 | 37.80
clock buffer | 7 | 86.33 | 3.808
inverter | 10 | 37.54 | 1.656
sequential | 37 | 925.9 | 40.84
tap | 136 | 170.2 | 7.506
timing repair buffer | 18 | 190.2 | 8.389
[per-layer routing]
metal	GRT usage (%)	share of wire, %
met1	6.959	51
met2	7.162	43
met3	1.526	5.0
met4	0.6550	0.82
met5	0	0
[worst min-delay path, delay by kind of cell, from the launching register on]
kind	cells	cell delay, ps
AND-OR/OR-AND	1	60
flip-flops	1	410
AND/OR/NAND/NOR	1	50
[report_power, final]
| group | switching, mW | internal, mW | total [mW] |
|---|---|---|---|
| sequential | 0 | 0.342 | 0.342 |
| clock | 0.114 | 0.124 | 0.238 |
| combinational | 0.00707 | 0.00268 | 0.00974 |
| total | 0.121 | 0.469 | 0.590 |
[placed cells by master, fill, tap and decap left out, drive strengths merged, types with 3 or more instances in the layout]
master / synthesis / final
nand2: 13 / 13
o21ai: 12 / 12
nor2: 6 / 6
inv: 10 / 10
a21oi: 7 / 7
clkbuf: 0 / 7
nand3: 3 / 3
and3: 3 / 3
clkdlybuf4s50: 0 / 17
a211oi: 3 / 3
mux2: 15 / 15
ha: 12 / 12
xnor2: 7 / 7
dfrtn: 37 / 37
nand4: 4 / 4
No activity file was given, so power comes from the tool's default toggle rates.
